### ./config.mk
export PLATFORM = sky130hd
export DESIGN_NAME = mux4_32b
export DESIGN_NICKNAME = mux4_32b
export VERILOG_FILES = /design/flow/design.v
export SDC_FILE = /design/flow/constraint.sdc
export NUM_CORES = 4
export LEC_CHECK = 1
export CORE_AREA = 10 10 76 76
export DIE_AREA = 0 0 86 86
### ./constraint.sdc
current_design mux4_32b

set clk_period 3.9
set clk_io_pct 0.2

create_clock -name clk0 -period $clk_period

set non_clock_inputs [all_inputs -no_clocks]
set_input_delay [expr $clk_period * $clk_io_pct] -clock clk0 $non_clock_inputs
set_output_delay [expr $clk_period * $clk_io_pct] -clock clk0 [all_outputs]
### ./design.v
`timescale 1ns / 1ps
module mux4_32b(
    input [31:0] in0,
    input [31:0] in1,
    input [31:0] in2,
    input [31:0] in3,
    input [1:0] sel,
    output [31:0] out
    );
    assign out = (sel==3'd0)?in0:
                  (sel==3'd1)?in1:
                  (sel==3'd2)?in2:
                  in3;
endmodule
### ./run.sh
#!/bin/bash
# OpenROAD 26Q1-2900-gdf79404cd8, Yosys 0.63+post, stock flow scripts
make -C /OpenROAD-flow-scripts/flow DESIGN_CONFIG=/design/flow/config.mk WORK_HOME=/design/flow/orfs finish
==> reports/qor.yml <==
comb_area_sq_um: 728.2
power.density_nw_per_um2: 110.2
worstHoldPathCells: 3
finalCritPeriodShare_pct: 82.18
synth.cellmix.xorXnorShare_pct: 0
ys_types: 5
p_sw_share_pct: 18.32
syn_avg_cell_area_sq_um: 20.89
setup-tns-final_ps: 0
vias: 1157
ys_cells: 39
yosysSeqAreaShare_pct: 0
syn_inst: 39
grt_max_degree: 33
crit_chain: "clkdlybuf4s50_1 -> buf_4 -> mux4_2 -> clkdlybuf4s50_1"
setup_viol: 0
common_cells: "30 x mux4_2, 3 x buf_12, 3 x buf_2"
io_buffers: 162
synth.most_common_cell: "mux4_2"
n_clock_buffer: 0
routed_wirelength_microns: 5744
path_delay_family: "buffers and inverters"
place_ws_ps: 674.2
cts_resized: 0
final_max_slew_viol_count: 0
grt_pass1_wl_microns: 8535
hpwlAfterDp_microns: 5205
crit_top_cell: "clkdlybuf4s50_1"
crit_path_end_kind: "output pin"
hold_start: "sel[0]"
rows: 23
drc: 0
postCtsSetupRepairBufs: 0
timing.hold.ws_ps: 2571
antenna_left: 0
crit_arrival_ps: 2430
yosys_warnings: 0
die_w_microns: 86
grt_overflow: 0
setup_ws_ps: 694.9
fa_ha_area_share_pct: 0
finalCriticalPeriod_ps: 3205
place_congestion: 0.8308
drtIter0Drc: 22
tool_warnings: 33
peakVddDrop_v: 0.00005191
topCombFamilyByArea: "multiplexers"
drive_above_1_share_pct: 17.26
num_io_pins: 162
synthTopCellsByArea: "mux4_2 83%, buf_12 7.4%, mux4_1 6.5%, buf_2 1.8%, buf_6 1.4%"
power_frac_seq_pct: 0
cap_violations: 0
cp_num_buf_inv: 3
rsz0062_at_grt: "false"
fp_util_pct: 19.79
synth_top_cell_by_area: "mux4_2"
cp_max_fo: 32
grt_usage_pct: 14.99
slew_headroom_pct: 73.02
hold_buffers: 0
hold_path_end: "out[14]"
dieArea_sq_um: 7396
share_comb_of_total_power_pct: 100.0
via_per_inst: 4.684
grt_pass1_vias: 1312
core_area_sq_um: 4115
leakage_uw: 0.0008650
ys_sh_aoi_pct: 0
fp.dieH_microns: 86
antenna_cells_inserted: 0
cp_slowest_cell: "clkdlybuf4s50_1"
areaGrowthSynthToFinish_pct: 199.8
p_int_uw: 219.9
drtPass1Iterations: 4
yosys_area_sq_um: 814.5
wl_per_cell_microns: 23.26
hp-class: "input pin to output pin"
hold_viol: 0
status: "completed"
antenna_found_initial: 0
synth_top_area_share_pct: 82.95
flop-count: 0
regArea_sq_um: 0
yosys.area_share.simple_pct: 0
p_sw_uw: 49.33
n_fill_cell: 332
path_class: "input pin to output pin"
clkPwrFrac_pct: 0
cp_slowest_stage_delay_ps: 450
syn_area_sq_um: 814.5
fmax_mhz: 312.0
ys_sh_mux_pct: 89.40
tightest_slew_ps: 404.8
critPathLaunchType: "input pin"
required_ps: 3120
==> cell usage in the layout (no fill, tap or decap), drive strengths merged <==
cell,n
buf,4
mux4,32
clkdlybuf4s50,161
==> per-layer routing <==
layer  wire (microns)  share of wire, %  GRT usage (%)  vias up
met3              565               9.8          5.338        2
met2             2926                51          26.10       85
met4               27              0.47         0.5988        0
met5                0                 0              0        -
met1             2225                39          18.35      546
li1                 -                 -              -      524
==> area by class of cell <==
type | count | share of cell area (%)
multi-input cells | 32 | 29.82
repair buffers | 165 | 67.62
well taps | 50 | 2.561
==> power groups by stage <==
stage | sequential [uW] | combinational, uW | clock (uW)
after global routing | 0 | 288 | 0
after CTS | 0 | 274 | 0
final | 0 | 269 | 0
==> how the worst max path moves through the flow <==
stage       from      end  slack (ps)  cells past startpoint
6_report  sel[1]  out[20]         690                      4
5_1_grt   sel[1]  out[20]         630                      4
4_1_cts   sel[1]  out[20]         670                      4
==> through the flow <==
step	total power [uW]	cell area, sq um	utilization, %	instances
2_1_floorplan	72.51	814.5	-	39
3_3_place_gp	270.7	2442	59.35	247
3_5_place_dp	272.8	2442	59.35	247
4_1_cts	274.1	2442	59.35	247
5_1_grt	287.7	2442	59.35	247
6_report	269.3	2442	59.35	247
==> kinds of logic (layout without fill, tap and decap cells) <==
kind of cell / Yosys count / count (layout)
multiplexers: 32 / 32
buffers and inverters: 7 / 165
Power figures rest on the tool's default switching activity, not on a simulated workload.
