==> design/flow/design.v <==
`timescale 1ns / 1ps
module light(
    input clk,
    input LED_en,
    input [31:0] wdata,
    output [23:0] lights_o
    );
    reg [23:0] lights_o_reg;
    always@(posedge clk)
    begin
        if(LED_en)begin
            lights_o_reg  = wdata[23:0]; 
        end
    end
    assign lights_o = lights_o_reg;
endmodule
==> design/flow/run.sh <==
#!/bin/bash
# OpenROAD 26Q1-2900-gdf79404cd8, Yosys 0.63+post, stock flow scripts
make -C /OpenROAD-flow-scripts/flow DESIGN_CONFIG=/design/flow/config.mk WORK_HOME=/design/flow/orfs finish
==> design/flow/config.mk <==
export PLATFORM = sky130hd
export DESIGN_NAME = light
export DESIGN_NICKNAME = light
export VERILOG_FILES = /design/flow/design.v
export SDC_FILE = /design/flow/constraint.sdc
export NUM_CORES = 4
export LEC_CHECK = 1
export CORE_AREA = 10 10 84 84
export DIE_AREA = 0 0 94 94
==> design/flow/constraint.sdc <==
current_design light

set clk_period 1.0
set clk_io_pct 0.2

create_clock -name clk0 -period $clk_period [get_ports {clk}]

set non_clock_inputs [all_inputs -no_clocks]
set_input_delay [expr $clk_period * $clk_io_pct] -clock clk0 $non_clock_inputs
set_output_delay [expr $clk_period * $clk_io_pct] -clock clk0 [all_outputs]
==> qor.csv <==
stage;metric;value;unit
pwr;power;1.98;mW
global_routing;antenna_found_initial;0;
synth;synthDominantCellAreaShare;100;%
synth;avgSynthCellArea;30.0;um2
critical_path;crit_family;flip-flops;
die;die_width;94;um
placement;port_buffers;49;
finish;logic_area;0;um2
clocking;cts_tree;built;
synth;synthCells;24;
critical_path;required;800;ps
pwr;power.internal;1.61;mW
sta;slew_headroom;90.5;%
critical_path;max_stage_delay;380;ps
synth;top_area_cell;edfxtp_1;
synth;yosys.cell_types.count;1;
critical_path;endpoint_kind;output pin;
drt;wl_per_cell;13.9;um
synth;ys_seq_share;100;%
pwr;pwr-share-clk;29.4;%
job;drv_cap;0;
pwr;p_sw_share;18.9;%
pwr;p_comb_share;9.7;%
global_routing;grt_max_degree;21;
synth;ys_ff;24;
finish;fin_area;1250;um2
drt;diodes;0;
pwr;p_per_area;1590;nW/um2
critical_path;cp.depth;1;
placement;dpl.hpwl;1.68;mm
synth;yosys_warnings;1;
die;num_io_pins;58;
finish;lay_top_count;clkdlybuf4s50_1;
global_routing;grt_pass1_wl;2.99;mm
die;die_h;94;um
synth;syn-cell-area;721;um2
clocking;clkSinkCount;24;
critical_path;start_kind;register;
sta;max_freq;1020;MHz
sta;min_period;981;ps
job;tool_warnings;34;
placement;gp_congestion;0.704;
pwr;p_switching;0.376;mW
die;chip_area;8840;um2
global_routing;grt-ovfl-total;0;
critical_path;critical_path_class;reg2out;
pwr;vdd_drop_max;0.422;mV
die;core;5200;um2
sta;setup_violations;0;
drt;detail-route-antenna-nets;0;
finish;layout.cells.non_filler;149;
critical_path;endpoint;lights_o[12];
sta;max_slew.worst_pin.slew;143;ps
synth;ys_cells;24;
placement;placed_area;1330;um2
global_routing;grt_usage;4.56;%
drt;remaining_drc_errors;0;
sta;finalClockPeriodUsage;98.1;%
drt;first_pass_iters;4;
drt;wl;2.07;mm
drt;avgViaCountPerCell;2.94;
die;num_rows;26;
run_status;run_status;finished clean;
finish;final_layout_top_logic_cells;clkdlybuf4s50_1, edfxtp_1, buf_2, clkbuf_8;
finish;drive_gt1_share;36.7;%
synth;yosys-stat-area;721;um2
die;initCoreUtil;13.8;%
critical_path;startpoint;lights_o_reg[12]$_DFFE_PP_;
critical_path;worstPathBufferInverterCount;1;
drt;vias;438;
clocking;root_buffer;clkbuf_8;
hold_path;hold_class;in2reg;
clocking;cts.reportedPaths.clkPinSlew;80;ps
critical_path;cp.arrival;780;ps
pwr;power_leakage;0.464;nW
placement;dpl.cell_count;145;
sta;rsz0062_at_grt;true;
finish;nMultiInputCombCells;0;
critical_path;slowest_stage;edfxtp_1;
finish;syn2layout_area_growth;73.6;%
finish;largest_reg_flops;24;
clocking;htreeDepth;1;
synth;topCellsByArea;edfxtp_1;
sta;setup_tns;0;ps
sta;drv_slew;0;
critical_path;cp_cell_sequence;buf_2;
drt;drt_iter0_markers;22;
critical_path;worstPathMaxFanout;1;
global_routing;first_global_vias;496;
placement;pre_cts_ws;-235;ps
clocking;cts-buffers-inserted;3;
clocking;cts_setup_buffers;0;
sta;setup_ws;19.5;ps
pwr;seqPwrFrac;60.9;%
sta;hold_viol_final;0;
clocking;cts_max_path_buffers;2;
layer usage:
metal  vias to the layer above  share of wire (%)  global-route usage [%]
li1                        205                  -                       -
met1                       200                 45                    6.09
met2                        29                 41                    6.28
met3                         4                 12                    2.83
met4                         0                1.4                   0.759
met5                         -                  0                       0
synth_stat cells:
cell type / instances
edfxtp_1: 24
per-stage QoR:
step                hold slack [ps]  util (%)
global route                    467      24.0
CTS                             473      24.0
finish                          484      24.0
global placement                757      25.5
floorplan                       299         -
detailed placement              758      25.5
logic make-up (layout without fill, tap and decap cells):
family / Yosys count / in the layout / synth area share [%]
DFF: 24 / 24 / 100
buffers and inverters: 0 / 55 / 0
power by group through the flow:
stage     Sequential (mW)  Combinational (mW)  Clock [mW]
4_1_cts              1.21               0.199       0.622
5_1_grt              1.22               0.212       0.679
6_report             1.21               0.192       0.583
area by class of cell:
| cell class | count | area (um2) |
|---|---|---|
| Clock buffer | 3 | 41.3 |
| Clock inverter | 1 | 3.75 |
| Fill cell | 569 | 3950 |
| Sequential cell | 24 | 721 |
| Tap cell | 70 | 87.6 |
| Timing Repair Buffer | 51 | 398 |
worst min-delay path by stage:
stage	startpoint	to	slack, ps	cells after the start
final	wdata[13]	lights_o_reg[13]$_DFFE_PP_	480	1
after global routing	wdata[12]	lights_o_reg[12]$_DFFE_PP_	470	1
after CTS	wdata[7]	lights_o_reg[7]$_DFFE_PP_	470	1
timing repair:
item | CTS | global route
gates resized | 76 | 0
hold buffers | 0 | 0
endpoints found under the setup margin | 24 | 15
Power is estimated from default activity; no workload was simulated.
